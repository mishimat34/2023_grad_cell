<file path="run.sh">
#!/bin/bash
# OpenROAD 26Q1-2900-gdf79404cd8, Yosys 0.63+post, stock flow scripts
make -C /OpenROAD-flow-scripts/flow DESIGN_CONFIG=/design/flow/config.mk WORK_HOME=/design/flow/orfs finish
</file>
<file path="config.mk">
export PLATFORM = sky130hd
export DESIGN_NAME = LASER
export DESIGN_NICKNAME = LASER
export VERILOG_FILES = /design/flow/design.v
export SDC_FILE = /design/flow/constraint.sdc
export NUM_CORES = 4
export LEC_CHECK = 1
export CORE_UTILIZATION = 30
</file>
<file path="constraint.sdc">
current_design LASER

set clk_period 24.6
set clk_io_pct 0.2

create_clock -name clk0 -period $clk_period [get_ports {CLK}]

set non_clock_inputs [all_inputs -no_clocks]
set_input_delay [expr $clk_period * $clk_io_pct] -clock clk0 $non_clock_inputs
set_output_delay [expr $clk_period * $clk_io_pct] -clock clk0 [all_outputs]
</file>
<file path="design.v">
module LASER(
	CLK,
	RST,
	X,
	Y,
	C1X,
	C1Y,
	C2X,
	C2Y,
	DONE
);
input 		    CLK, RST;
input [3:0]         X, Y;
output reg	    DONE;
output reg [3:0]    C1X, C1Y, C2X, C2Y;
parameter    s_idle    = 'd0,
	     s_input   = 'd1,
	     s_circle1 = 'd2,
             s_circle2 = 'd3,
	     s_check   = 'd4,
	     s_output  = 'd5;
integer    i,j;
reg 	     map[0:15][0:15];
reg [2:0]    current_state, next_state;
reg [5:0]    cover_num1, best_num1, cover_num2, best_num2, previous_sum; 	
reg [6:0]    cnt, cnt1;
reg signed [4:0]    bias_x, bias_y;
reg signed [4:0]    cur_x, cur_y, cir1_x, cir1_y, cir2_x, cir2_y;
reg signed [4:0]    best_x1, best_y1, best_x2, best_y2;
reg signed [4:0]    last_x1, last_y1, last_x2, last_y2;
wire	convergence, search_finish, delay_flag;
wire    outside_x1, outside_y1, outside_x2, outside_y2;
wire signed[5:0]    dis1, dis2; 		
assign dis1 = (cur_x-cir1_x)*(cur_x-cir1_x) + (cur_y-cir1_y)*(cur_y-cir1_y);
assign dis2 = (cur_x-cir2_x)*(cur_x-cir2_x) + (cur_y-cir2_y)*(cur_y-cir2_y);
assign search_finish = (cnt == 'd63 && cnt1 == 'd80);
assign delay_flag = (cnt1 == 'd80);
assign convergence = (best_num1 + best_num2 <= previous_sum );
assign outside_x1 = (cir1_x + bias_x > 'd15 || cir1_x + bias_x < 0);
assign outside_y1 = (cir1_y + bias_y > 'd15 || cir1_y + bias_y < 0);
assign outside_x2 = (cir2_x + bias_x > 'd15 || cir2_x + bias_x < 0);
assign outside_y2 = (cir2_y + bias_y > 'd15 || cir2_y + bias_y < 0);
always@(posedge CLK) begin
        if(RST)	
            current_state <= s_idle;
        else	
	    current_state <= next_state;
end
always@(*) begin
        next_state = current_state;
        case(current_state)
            s_idle   : 			     next_state = s_input;
	    s_input  :  if(cnt == 'd38)	     next_state = s_circle1;
	    s_circle1:  if(search_finish)    next_state = s_circle2;
	    s_circle2:  if(search_finish)    next_state = s_check;
	    s_check  :  if(convergence)	     next_state = s_output;
	                else	             next_state = s_circle2;
	    s_output : 			     next_state = s_input;
        endcase
end
always@(posedge CLK) begin
        case(current_state)
            s_idle   :  if(RST)			       cnt <= 'd0;  
	    s_input  :  if(cnt == 'd38)		       cnt <= 'd0;
		        else 			       cnt <= cnt+1;
	    s_circle1:  if(next_state == s_circle2)    cnt <= 'd0;
		        else if(delay_flag)	       cnt <= cnt+1;
	    s_circle2:  if(next_state == s_check)      cnt <= 'd0;     
	                else if(delay_flag)	       cnt <= cnt+1;
	    s_output :				       cnt <= 'd0;					
        endcase
end
always@(posedge CLK) begin
        case(current_state)
            s_idle   :  if(RST)		  cnt1 <= 'd0;  
	    s_circle1:  if(delay_flag)    cnt1 <= 'd0;
	                else 		  cnt1 <= cnt1+1;
	    s_circle2:  if(delay_flag)	  cnt1 <= 'd0;
		        else 		  cnt1 <= cnt1+1;
	    s_output :			  cnt1 <= 'd0;
    endcase
end
always@(posedge CLK) begin
        case(current_state)
            s_idle   : if(RST)
		           for(i=0;i<16;i=i+1)
		               for(j=0;j<16;j=j+1)
		                   map[i][j] <= 'd0;
	    s_input  : map[X][Y] <= 'd1;
	    s_output : for(i=0;i<16;i=i+1)
		           for(j=0;j<16;j=j+1)
			       map[i][j] <= 'd0;		
        endcase
end
always@(posedge CLK) begin
	case(current_state)
		s_idle   : if(RST)    cur_x <= 0;
		s_circle1: 	      cur_x <= (outside_x1) ? 0 : cir1_x + bias_x;
		s_circle2:	      cur_x <= (outside_x2) ? 0 : cir2_x + bias_x;
		s_output : 	      cur_x <= 0;
	endcase
end
always@(posedge CLK) begin
	case(current_state)
		s_idle   : if(RST)    cur_y <= 0;
		s_circle1: 	      cur_y <= (outside_y1) ? 0 : cir1_y + bias_y;
		s_circle2:	      cur_y <= (outside_y2) ? 0 : cir2_y + bias_y;
		s_output : 	      cur_y <= 0;
	endcase
end
always@(posedge CLK) begin
	case(current_state)
	    s_idle   : 	if(RST)    
                            begin	
                                cir1_x <= 2; 			
                                cir1_y <= 0; 		 	
                            end
	    s_circle1:  if(delay_flag)			
			    begin	
			        if(cir1_x == 'd14)	
                                    begin	
                                        cir1_x <= 2; 			
                                        cir1_y <= cir1_y+2; 	
                                    end
			        else				
                                    begin	
                                        cir1_x <= cir1_x + 2;
				    end
			     end
			 else if(delay_flag)		
                             begin	
                                 cir1_x <= cir1_x + 2;
			     end 
	     s_check  :  if(!convergence)
		             begin   
                                 cir1_x <= best_x2;
		                 cir1_y <= best_y2;
		             end  
	     s_output :	 begin	
                             cir1_x <= 2; 			
                             cir1_y <= 0;
 			 end
	 endcase
end
always@(posedge CLK) begin
	case(current_state)
	    s_idle   : 	if(RST)					
                            begin
                                cir2_x <= 2; 			
                                cir2_y <= 0; 			
                            end
	    s_circle2:  if(delay_flag)
			    begin	
			        if(cir2_x == 'd14)	
                                    begin	
                                        cir2_x <= 2; 			
                                        cir2_y <= cir2_y+2;
                                    end
				else
				    begin
                                	cir2_x <= cir2_x + 2;
				    end
			     end
	    s_check  :  if(!convergence)
		            begin	
                                cir2_x <= 2; 			
                                cir2_y <= 0; 			
                            end
	    s_output :	
		        begin	
                            cir2_x <= 2; 			
                            cir2_y <= 0; 			
                        end
	endcase
end
always@(posedge CLK) begin
	case(current_state)
	    s_idle   :  if(RST)					
                            begin	
                                best_x1 <= 0; 
                                best_y1 <= 0; 												
                            end
	    s_circle1:  if(delay_flag)			
                            begin	
                                best_x1 <= (cover_num1 > best_num1) ? cir1_x : best_x1;
				best_y1 <= (cover_num1 > best_num1) ? cir1_y : best_y1;
                            end
	    s_check  :  if(!convergence)		
                            begin	
                                best_x1 <= best_x2;
			        best_y1 <= best_y2;										
                            end
	    s_output :							
                            begin	
                                best_x1 <= 0; 
				best_y1 <= 0; 												
                            end
	endcase
end
always@(posedge CLK) begin
	case(current_state)
            s_idle   : 	if(RST)					
                            begin
	                        best_x2 <= 0; 
				best_y2 <= 0;
 			    end
	    s_circle2:  if(delay_flag)			
                            begin
                         	best_x2 <= (cover_num2 > best_num2) ? cir2_x : best_x2;
				best_y2 <= (cover_num2 > best_num2) ? cir2_y : best_y2;
                            end 
	    s_output :	begin	
                            best_x2 <= 0; 
			    best_y2 <= 0; 	
                        end
	endcase
end
always@(posedge CLK) begin
	case(current_state)
	    s_idle   : if(RST) 					
                           bias_x <= -'d4;
	    s_circle1: if(bias_x == 'd4)
		           bias_x <= -'d4;
		       else
			   bias_x <= bias_x+1;
	    s_circle2: if(bias_x == 'd4)		
                           bias_x <= -'d4;
		       else	
			   bias_x <= bias_x+1;
	    s_output : bias_x <= -'d4;
	endcase
end
always@(posedge CLK) begin
	case(current_state)
	    s_idle   : if(RST) 					
                           bias_y <= -'d4;
	    s_circle1: if(delay_flag)			
                           bias_y <= -'d4;
		       else if(bias_x == 'd4)	
                           bias_y <= bias_y+1;	 			
	    s_circle2: if(delay_flag)			
                           bias_y <= -'d4;
		       else if(bias_x == 'd4)	
                           bias_y <= bias_y+1;	
	    s_output : bias_y <= -'d4;
	endcase
end
always@(posedge CLK) begin
	case(current_state)
	    s_idle   : if(RST) 												
                           cover_num1 <= 'd0;
	    s_circle1: if(delay_flag)										
                           cover_num1 <= 'd0;
		       else if(outside_x1 || outside_y1)					
                           cover_num1 <= cover_num1;
		       else if(dis1 <= 'sd16  && map[cur_x][cur_y] == 'd1)	
                           cover_num1 <= cover_num1+1;					 
	    s_output : 						 								
                       cover_num1 <= 'd0;
	endcase
end
always@(posedge CLK) begin
	case(current_state)
	    s_idle   : if(RST) 												
                           best_num1 <= 'd0;
	    s_circle1: if(delay_flag)										
                           best_num1 <= (cover_num1 > best_num1) ? cover_num1 : best_num1;					
	    s_check  : if(!convergence)										
                           best_num1 <= best_num2;		
	    s_output : 														
                           best_num1 <= 'd0;
	endcase
end
always@(posedge CLK) begin
	case(current_state)
	    s_idle   : if(RST) 												
                           cover_num2 <= 'd0;				
	    s_circle2: if(delay_flag)										
                           cover_num2 <= 'd0;
		       else if(outside_x2 || outside_y2)					
                           cover_num2 <= cover_num2;
		       else if(dis2 <= 'sd16  && map[cur_x][cur_y] == 'd1)	
                           cover_num2 <= (dis1 > 'sd16) ? cover_num2+1 : cover_num2;	
	    s_output : 														
                       cover_num2 <= 'd0;
	endcase
end
always@(posedge CLK) begin
	case(current_state)
	    s_idle   : if(RST) 												
                           best_num2 <= 'd0;				
	    s_circle2: if(delay_flag)										
                           best_num2 <= (cover_num2 > best_num2) ? cover_num2 : best_num2;
	    s_check	 : if(!convergence)										
                           best_num2 <= 'd0;
	    s_output : 														
                           best_num2 <= 'd0;
	endcase
end
always@(posedge CLK) begin
	case(current_state)
	    s_idle   : if(RST) 	           previous_sum <= 'd0;				
	    s_check  : if(!convergence)    previous_sum <= best_num1 + best_num2;	
	    s_output : 		           previous_sum <= 'd0;
	endcase
end
always@(posedge CLK) begin
	if(current_state == s_check && !convergence)
	begin
	    last_x1 <= best_x1;
	    last_y1 <= best_y1;
	    last_x2 <= best_x2;
	    last_y2 <= best_y2;
	end
	else if(current_state == s_output)
	begin
            last_x1 <= 'd0;
	    last_y1 <= 'd0;
	    last_x2 <= 'd0;
	    last_y2 <= 'd0;
	end
end
always@(posedge CLK) begin
	if(next_state == s_output)    DONE <= 'd1;
	else			      DONE <= 'd0;
end
always@(posedge CLK) begin
	if(next_state == s_output) 
	begin
	    C1X <= last_x1[3:0];
	    C1Y <= last_y1[3:0];
	    C2X <= last_x2[3:0];
	    C2Y <= last_y2[3:0];
	end
	else
	begin
	    C1X <= 'd0;
	    C1Y <= 'd0;
	    C2X <= 'd0;
	    C2Y <= 'd0;
	end
end
endmodule 
</file>
==> design notes <==
The run gives 17.03 ns for the pre-CTS worst setup slack. According to the floorplan log, the row count is 90. STA classifies the critical path endpoint as a flip-flop.

After routing the design area is 0.0207 mm^2. Clock tree synthesis selected as its root buffer the cell sky130_fd_sc_hd__clkbuf_16. The post-CTS hold buffer count recorded in the log is 0. For the final routed database, the setup TNS stands at 0 ns. The run gives 194 for the maximum number of pins on one net before global-route repair. The number of enable-type register cells in the synthesized netlist works out to 106. During placement, the flow inserted port buffers numbering 22. After detailed routing, the number of remaining DRC violations is 0. The logs give 0.0184 mm^2 for the netlist area before placement and 0 for the number of hold-slack violations in the final timing report. At the end of routability-driven placement, the weighted congestion stood at 0.846. The H-tree generated during clock tree synthesis spans 2 levels.

The worst setup path is launched from an input port. The synthesized netlist contains 76 unique library cells. The most critical min-delay path falls under flip-flop to flip-flop. The insertion delay to the later sink of the worst-skew pair is 0.58 ns, and the post-CTS setup buffer count is 0.

The run gives 0.477 as the post-synthesis sequential area ratio. The area growth from synthesis to layout is 12.6%. The number of placed instances, taps included, is 2,553. The mean cell area of the mapped netlist came out at 10.1 um^2. The layout has 5,877 filler cells. The CTS buffer count is 41, and the highest cell delay on the worst timing path is 0.71 ns.

The run gives 13,300 for the count of vias placed by the detailed router. The startpoint of the most critical register-to-register path is cir1_x[1]. For the post-detailed-route count of antenna-violating nets, the log shows 0. For flop-to-flop paths, the worst setup slack is 18.41 ns. Summing over the stages, the warning tally comes to 35. With the flop and latch count out of synthesis at 384, the final period utilization is 0.283.

The clock transition at the register clock pins on the worst setup and hold paths after CTS came out at 0.05 ns. The floorplan step set the die height to 249 um. Counting every instance in the synthesized netlist gives 1,824.

Flip-flop and latch area: 0.00875 mm^2. According to the timing report, the data required time at the worst endpoint equals 24.85 ns. In the routed netlist, the antenna diode instances number 0.

The iteration-0 DRC count of the detailed router is 963, and the aggregate global routing overflow is 0. The capture point of the worst register-to-register path is recorded as cover_num1[2]. For the count of warnings emitted by yosys, the log shows 1. At the pin with the least slew margin, the transition time is 0.945 ns. TritonCTS built the clock tree.

The floorplan report gives the top-level pin count as 27. In this run the maximum-capacitance check reported violations numbering 0. Number of global-route vias before repair: 13,200.

The detail-routed net length per standard cell is 17.0 um. Most frequently used flop master after synthesis: sky130_fd_sc_hd__dfxtp_1. The launch point of the critical path was reported as RST. The async set-reset flop share out of synthesis works out to 0.

The final wirelength is 44,600 um. In this run the worst path has a maximum fanout of 12. Leaving out buffers and inverters, the combinational logic in the layout accounts for 0.00885 mm^2.

The data arrival at the endpoint of the critical path was 7.22 ns. The share of the core filled by cells before placement was 0.304; the worst slew margin relative to its limit was 0.368. The least setup slack across all paths after layout is 17.63 ns. For the worst min-delay path, the startpoint reported by OpenROAD is last_y2[2]. For the yosys cell count, the log shows 1,824. The die is 249 um wide.

The worst-case vdd ir drop came out at 0.0466 mV. The finished layout holds 2,626 standard cells, fillers aside. After legalization and detailed placement, the total HPWL measured 28,600 um. According to the floorplan report, the placeable core area is 0.0604 mm^2.

Category of the critical setup timing path: input port to flip-flop. Power comes to 0.00144 W. In this build the clock could be raised as far as 143 MHz. Depth of the worst hold-timing path: 1. The cell count of the worst reg-to-reg path works out to 23. The area of the chip was 0.0622 mm^2.

The share of cells above drive strength 1 was 0.0906; the number of pins exceeding their max-slew limit in the final report was 0. The yosys-reported design area after synthesis is 0.0184 mm^2. The report lists the power per cell area as 69.7 mW/mm^2.

The final-report setup violation count came out at 0. The smallest clock period supported by the final layout is computed as 6.97 ns. The run gives 71,800 um as the first-pass GRT wire length. The signal on the critical path passes through clkdlybuf4s50_1 > nand2b_1 > nand2_1 > nor3b_1 > a21boi_0 > buf_4. Detailed placement reports a standard cell area of 0.0193 mm^2. By instance count after routing, the leading logic cell types are 297 x sky130_fd_sc_hd__nand2_1, 278 x sky130_fd_sc_hd__dfxtp_1, 251 x sky130_fd_sc_hd__o21ai_0. Setup repair after global routing left no endpoint under its margin.

The most common logic cell in the final layout is sky130_fd_sc_hd__nand2_1. The flow ran to the end, and the final reports show no timing, DRC or antenna violations. The script extracted a total leakage power of 7.57 nW. Initial antenna violation count: 0. The run gives 5 for the number of iterations in the first detailed-routing pass. The sink count of the clock tree is 384. The global-route usage over all layers was 0.150; the worst clock skew on the final layout was 0.0329 ns.

The slowest stage of the critical path belongs to the cell sky130_fd_sc_hd__clkdlybuf4s50_1. For hold timing, the worst endpoint is C2Y[2]. With the number of gates given a new drive strength after cts at 0, the maximum clock path buffer count is 3. The via density per instance was 5.05.
## layout make-up
type | instances | area share
clock buffer | 60 | 0.0560
clock inverter | 13 | 0.00836
inverter | 81 | 0.0147
multi-input combinational | 1257 | 0.428
sequential | 384 | 0.423
tap | 782 | 0.0474
timing repair buffer | 49 | 0.0217
## worst max-delay path, delay by kind of cell
kind | cells | cell delay [ns]
and+or+nand+nor | 3 | 1.08
buffers and inverters | 2 | 0.94
AOI/OAI and AO/OA | 1 | 0.27
## layer usage
layer  vias up  wire length (um)  GRT usage
met4         0              1090     0.0339
li1       6420                 -          -
met3        73              3920     0.0595
met2       386             20200      0.225
met5         -                 0          0
met1      6380             19400      0.211
## flip-flops by register name (all words and copies together) (netlist names), 6 cells and up, named ones only
| name | flops |
|---|---|
| map | 256 |
| cnt1 | 7 |
| cnt | 7 |
| best_num1 | 6 |
| best_num2 | 6 |
| cover_num1 | 6 |
| cover_num2 | 6 |
| current_state | 6 |
| previous_sum | 6 |
## cells in the mapped netlist, types with 5 or more instances
| cell type | number | area share |
|---|---|---|
| sky130_fd_sc_hd__a2111oi_0 | 9 | 0.0043 |
| sky130_fd_sc_hd__a211oi_1 | 17 | 0.0070 |
| sky130_fd_sc_hd__a21boi_0 | 7 | 0.0029 |
| sky130_fd_sc_hd__a21o_1 | 16 | 0.0065 |
| sky130_fd_sc_hd__a21oi_1 | 31 | 0.0085 |
| sky130_fd_sc_hd__a22o_1 | 40 | 0.019 |
| sky130_fd_sc_hd__a22oi_1 | 5 | 0.0020 |
| sky130_fd_sc_hd__a31oi_1 | 8 | 0.0027 |
| sky130_fd_sc_hd__and2_1 | 55 | 0.019 |
| sky130_fd_sc_hd__and3_1 | 11 | 0.0038 |
| sky130_fd_sc_hd__buf_2 | 9 | 0.0025 |
| sky130_fd_sc_hd__buf_4 | 8 | 0.0033 |
| sky130_fd_sc_hd__clkbuf_1 | 82 | 0.017 |
| sky130_fd_sc_hd__dfxtp_1 | 278 | 0.30 |
| sky130_fd_sc_hd__edfxtp_1 | 106 | 0.17 |
| sky130_fd_sc_hd__fa_1 | 20 | 0.022 |
| sky130_fd_sc_hd__ha_1 | 95 | 0.065 |
| sky130_fd_sc_hd__inv_1 | 79 | 0.016 |
| sky130_fd_sc_hd__mux2i_1 | 18 | 0.0098 |
| sky130_fd_sc_hd__mux4_2 | 55 | 0.067 |
| sky130_fd_sc_hd__nand2_1 | 297 | 0.061 |
| sky130_fd_sc_hd__nand2b_1 | 10 | 0.0034 |
| sky130_fd_sc_hd__nand3_1 | 32 | 0.0087 |
| sky130_fd_sc_hd__nand4_1 | 8 | 0.0027 |
| sky130_fd_sc_hd__nor2_1 | 87 | 0.018 |
| sky130_fd_sc_hd__nor2b_1 | 15 | 0.0051 |
| sky130_fd_sc_hd__nor3_1 | 13 | 0.0035 |
| sky130_fd_sc_hd__o21ai_0 | 251 | 0.068 |
| sky130_fd_sc_hd__or2_2 | 8 | 0.0027 |
| sky130_fd_sc_hd__or3_1 | 5 | 0.0017 |
| sky130_fd_sc_hd__xnor2_1 | 52 | 0.025 |
| sky130_fd_sc_hd__xor2_1 | 19 | 0.0091 |
## where the power goes
group / total (W) / switching (W) / internal, W / leakage (nW)
Sequential: 0.000669 / 0.00000952 / 0.000660 / 3.26
Combinational: 0.000161 / 0.0000958 / 0.0000653 / 3.66
Clock: 0.000610 / 0.000259 / 0.000351 / 0.650
## stage by stage
stage               utilization  hold WS [ns]
CTS                       0.342         0.443
global placement          0.320         0.425
floorplan                     -         0.417
detailed placement        0.320         0.430
finish                    0.342         0.439
global route              0.342         0.454
## logic make-up (layout without fill, tap and decap cells)
family,Yosys count,count (layout),share of synthesized area
AND-OR/OR-AND,426,426,0.141
XOR/XNOR,71,71,0.0339
adder cells (fa/ha/maj),115,115,0.0866
buffers and inverters,188,203,0.0425
flip-flops,384,384,0.477
multiplexers,77,77,0.0798
other,2,7,0.000409
AND/OR/NAND/NOR,561,561,0.139
## worst max path at each step
stage         endpoint  slack (ns)
5_1_grt   best_num1[1]       17.40
4_1_cts   best_num1[4]       17.61
6_report  best_num1[4]       17.63
Power figures rest on the tool's default switching activity, not on a simulated workload.
